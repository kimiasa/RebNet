==> design.v <==
parameter weight_levels = 2;
parameter binary_input_levels = 2;
parameter binary_output_levels = 2;
parameter Twidth = 24;
parameter popcount_width = 16;
parameter simd_width = 32; 
parameter synopseFold = 18;
parameter weight_address = 12;
parameter input_address = 12;
parameter output_channels = 1;
module Address_Generator
#(parameter
synopseFold = 18,
address_width = 12 
)
(
  input clk,
  input rst,
  input nextCntIn, 
  input [address_width-1:0] baseAddress, 
  output [address_width-1:0] outAddress,
  output done,
  output finishCnt 
);
reg [address_width-1:0] counter;
reg finish,cntDone;
always @(posedge clk) 
    begin 
		if (rst) begin
			counter <= 0; 
			finish <= 0;
			cntDone <= 0;
		end
		else begin
			if(nextCntIn) begin
					counter <= counter + 1;
					if((counter - baseAddress) == (synopseFold - 1)) begin
						counter <= 0;
						finish <= 1;
						cntDone <= 0;
					end
					else cntDone <= 1;
			end
			else begin 
				cntDone <= 0;
				finish <=0;
			end
		end
    end
  assign outAddress = counter+baseAddress;
  assign finishCnt = finish;
  assign done = cntDone;
endmodule
==> run.sh <==
#!/bin/bash
# OpenROAD 26Q1-2900-gdf79404cd8, Yosys 0.63+post, stock flow scripts
make -C /OpenROAD-flow-scripts/flow DESIGN_CONFIG=/design/flow/config.mk WORK_HOME=/design/flow/orfs finish
==> config.mk <==
export PLATFORM = sky130hd
export DESIGN_NAME = Address_Generator
export DESIGN_NICKNAME = Address_Generator
export VERILOG_FILES = /design/flow/design.v
export SDC_FILE = /design/flow/constraint.sdc
export NUM_CORES = 4
export LEC_CHECK = 1
export CORE_AREA = 10 10 93 93
export DIE_AREA = 0 0 103 103
==> constraint.sdc <==
current_design Address_Generator

set clk_period 5.1
set clk_io_pct 0.2

create_clock -name clk0 -period $clk_period [get_ports {clk}]

set non_clock_inputs [all_inputs -no_clocks]
set_input_delay [expr $clk_period * $clk_io_pct] -clock clk0 $non_clock_inputs
set_output_delay [expr $clk_period * $clk_io_pct] -clock clk0 [all_outputs]
==> notes.md <==
Reports from this run.

- The starting utilization of the core area reads 26.2%.
- The number of cell instances on the worst register-to-register path reads 10.
- The launch instance of the worst register-to-register path is counter[0]$_SDFFE_PP0P_.
- The via count normalized by instance count reads a little under 5.
- The required time of the worst setup path reads between 4 and 5 ns.
- The pin count of the biggest net entering global routing is 11.
- The fraction of synthesized cell area taken by the top area cell type is 16.9%.
- STA reports the tightest min-delay check as being of type reg -> reg.
- The number of DRC markers after the initial detailed-route iteration reads 112.
- The global-route wire length before repair is 7.33 mm.
- The instance count along the most critical hold path reads 1.
- The number of global-route vias before repair came to 1598.
- In the post-synthesis netlist, the biggest area contributors are sky130_fd_sc_hd__ha_1, sky130_fd_sc_hd__dfxtp_1, sky130_fd_sc_hd__inv_1, sky130_fd_sc_hd__xor2_1, sky130_fd_sc_hd__xnor2_1.
- The worst hold endpoint is finish$_SDFFE_PP0N_.
- Antenna repair during routing inserted a diode count of 0.
- The floorplan step set the die height to 103 um.
- The number of pins exceeding their max-slew limit in the final report reads 0.
- 29 I/O pins were placed.
- The H-tree level count reads 1.
- The number of synthesized flops with an enable pin is 0.
- The reported leakage power reads 0.920 nW.
- For reference, the top cells by count after synthesis are sky130_fd_sc_hd__inv_1, sky130_fd_sc_hd__ha_1, sky130_fd_sc_hd__nor2_1, sky130_fd_sc_hd__o21ai_0, sky130_fd_sc_hd__dfxtp_1.
- The class of the most critical setup path is in -> out.
- The cell sequence reported for the critical path is clkdlybuf4s50_1 -> inv_1 -> ha_1 -> inv_1 -> a21oi_1 -> o311ai_0 -> and4_1 -> a221o_1 -> o41ai_2 -> xor2_1 -> clkdlybuf4s50_1.
- The floorplan has 30 rows.
- The report shows a maximum critical-path fanout of 3.
- The core box area reads 0.00676 mm2.
- The initial antenna violation count is 0.
- The chip occupies 0.0106 mm2.
- The footprint of the multi-input gates reads about 0.0014 mm2.
- The post-route DRC violation count reads 0.
- Post-CTS timing repair inserted 0 buffers for setup.
- The worst reg-to-reg setup slack reads 1.81 ns.
- Setup repair after global routing left no endpoint under its margin.
- The run finished with clean final reports.
- The number of cells reported by Yosys stat comes to roughly 230.
- Per the post-synthesis stats, the area per cell is slightly below 8 um2.
- The placed cell count is roughly 330.
- The most frequent cell after synthesis is sky130_fd_sc_hd__inv_1.
- The synthesized chip area reported by yosys is about 0.0018 mm2.
- The critical path's slowest cell is sky130_fd_sc_hd__clkdlybuf4s50_1.
- The clock root buffer is sky130_fd_sc_hd__clkbuf_8.
- The worst-margin pin slew is ~0.6 ns.
- The via count is ~1600.
- The detail route stage leaves a number of antenna-violating nets equal to 0.
- The kind of capture point of the worst setup path is an output pin.
- In this run the horizontal extent of the chip is ~100 um.
- After detailed routing, the total wire length is around 4.3 mm.
- In this run the power density over the cells is 141 mW/mm2.
- Per the GRT congestion report, total overflow comes to 0.
- Once synthesis finished, the tally of register bits stood at 14.
- The most used flip-flop cell is sky130_fd_sc_hd__dfxtp_1.
- The final worst-path cycle share is between 90% and 100%.
- The part of the Yosys area used for sequential elements reads 15.8%.
- The post-synthesis instance total reads approximately 230.
- The CTS tree reads done.
- The distinct cell type count after synthesis reads 52.
- The warning tally printed by Yosys for this design is 1.
- The fraction of final layout cells sized beyond drive strength 1 is 5.86%.
- The clock passes through at most 2 buffers.
- Relative to the synthesized area, the layout overhead comes to 23.9%.
- The combined flip-flop and latch cell area reads 280 um2.
- The nature of the critical path startpoint reads an input port.
- The routed length per instance is 12.9 um.
- The CTS buffer count reads 3.
- Summed over all instances, the cell type with the most area after synthesis is sky130_fd_sc_hd__ha_1.
- The final setup TNS is 0 ns.
- The iteration count recorded for the first detailed-route pass is 4.
- The number of fillers in the final layout is 717.
- The area of the mapped netlist reads approximately 0.0018 mm2.
- The longest incremental delay of any stage on the critical path is reported as roughly 0.53 ns.
- The global-route total usage across every layer is 8.43%.
- At the later pin of the worst-skew pair, clock insertion delay measures 0.24 ns.
- The worst pin sits at a relative slew slack of 59.1%.
- The worst setup path startpoint is baseAddress[1].
- The number of clock sinks is 14.
- The time the worst path needs with I/O delays and setup is 4.80 ns.
- The weighted congestion reported at the end of routability-driven placement is 0.955.
- The final count of negative-setup-slack endpoints reads 0.
- The clock transition at the register clock pins on the worst setup and hold paths after CTS is about 0.060 ns.
- The maximum ir drop on the vdd rail reads 0.0000802 V.
- The reg-to-reg endpoint is counter[5]$_SDFFE_PP0P_.
- For this run the detailed placement stage logged an HPWL of 3.68 mm.
- The total of hold buffers inserted after clock tree synthesis is 0.
- The worst clock skew is around 0.0044 ns.
- The arrival time reported for the critical path endpoint reads 3.78 ns.
- The count of input and output buffers reads 28.
- The share of async-settable or async-resettable flops after synthesis is 0%.
- For this run, the number of standard cells in the final layout without fillers is 336.
- The number of maximum-capacitance violations recorded for the run is 0.
- The number of hold violations in the final report is 0.
- The logs give a warning total of 36.
- In this run the most critical hold path is launched from finish$_SDFFE_PP0N_.
- The maximum clock rate is 209 MHz.
final cells by class:
type | count | area share, %
Multi-Input combinational cell | 179 | 61.6
Timing Repair Buffer | 31 | 13.8
Sequential cell | 14 | 12.8
Inverter | 28 | 4.78
Tap cell | 80 | 4.56
Clock buffer | 4 | 2.51
kinds of logic (layout without fill, tap and decap cells):
group,count (synthesis),in the layout,synth area share [%]
buffers and inverters,36,63,8.26
AOI/OAI and AO/OA,57,57,23.8
adders and majority gates,26,26,19.2
xor gates and xnor gates,23,23,11.4
and+or+nand+nor,72,72,21.0
DFF,14,14,15.8
muxes,1,1,0.565
report_power, final:
group	internal [mW]	switching [mW]
Combinational	0.0485	0.0407
Sequential	0.111	0.00230
Clock	0.0683	0.0387
Total	0.228	0.0818
through the flow:
stage               setup WS [ns]  cell area, um2  utilization [%]  hold WS [ns]  total power, mW
global route               0.0314            2200             32.5         0.526            0.332
CTS                         0.159            2190             32.4         0.510            0.315
global placement            0.169            2130             31.6         0.487            0.206
floorplan                    1.38            1770                -         0.450            0.163
finish                      0.304            2200             32.5         0.505            0.310
detailed placement          0.158            2130             31.6         0.490            0.206
state kept, by name (all words and copies together) (netlist names):
register  flops
cntDone       1
counter      12
finish        1
worst max path at each step:
stage / end / cells past startpoint
6_report: outAddress[11] / 11
5_1_grt: outAddress[10] / 12
4_1_cts: outAddress[11] / 11
repair_timing:
item / CTS / global route
hold endpoints to repair: 0 / 0
resized: 0 / 3
endpoints found under the setup margin: 0 / 2
routing by layer:
layer | GRT usage [%] | routed length (um)
met1 | 11.9 | 2000
met2 | 13.7 | 2070
met3 | 1.42 | 236
met4 | 0.749 | 17
met5 | 0 | 0
placed cells by master, fill, tap and decap left out, types with 3 or more instances in the layout:
cell                              synthesis  layout
sky130_fd_sc_hd__a21oi_1                  8       8
sky130_fd_sc_hd__a31oi_1                  5       5
sky130_fd_sc_hd__buf_4                    1       3
sky130_fd_sc_hd__clkbuf_8                 0       4
sky130_fd_sc_hd__clkdlybuf4s50_1          0      28
sky130_fd_sc_hd__dfxtp_1                 14      14
sky130_fd_sc_hd__ha_1                    24      24
sky130_fd_sc_hd__inv_1                   28      28
sky130_fd_sc_hd__nand2_1                 10      10
sky130_fd_sc_hd__nand3_1                  8       8
sky130_fd_sc_hd__nand4_1                  4       4
sky130_fd_sc_hd__nor2_1                  22      22
sky130_fd_sc_hd__nor2b_1                  3       3
sky130_fd_sc_hd__nor3_1                   7       7
sky130_fd_sc_hd__o211ai_1                 3       3
sky130_fd_sc_hd__o21a_1                   3       3
sky130_fd_sc_hd__o21ai_0                 15      13
sky130_fd_sc_hd__o31a_1                   3       3
sky130_fd_sc_hd__xnor2_1                 11      11
sky130_fd_sc_hd__xor2_1                  12      12
critical path, delay by kind of cell:
| kind | cells | cell delay [ns] |
|---|---|---|
| adders and majority gates | 1 | 0.29 |
| buffers and inverters | 4 | 1.14 |
| xor gates and xnor gates | 1 | 0.18 |
| AOI/OAI and AO/OA | 4 | 0.93 |
| and+or+nand+nor | 1 | 0.23 |
Power is estimated from default activity; no workload was simulated.
