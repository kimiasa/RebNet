**flow/design.v**
```verilog
parameter weight_levels = 2;
parameter binary_input_levels = 2;
parameter binary_output_levels = 2;
parameter Twidth = 24;
parameter popcount_width = 16;
parameter simd_width = 32; 
parameter synopseFold = 18;
parameter weight_address = 12;
parameter input_address = 12;
parameter output_channels = 1;
module BatchNormalization
#(parameter
Twidth = 24,
fixed_point = 8
)
(
	input signed [Twidth-1:0] in,
	input signed [Twidth-1:0] alpha,
	input signed [Twidth-1:0] threshold,
	output signed [Twidth-1:0] out
);
	assign out = in - threshold;
endmodule
```
**flow/run.sh**
```bash
#!/bin/bash
# OpenROAD 26Q1-2900-gdf79404cd8, Yosys 0.63+post, stock flow scripts
make -C /OpenROAD-flow-scripts/flow DESIGN_CONFIG=/design/flow/config.mk WORK_HOME=/design/flow/orfs finish
```
**flow/config.mk**
```make
export PLATFORM = sky130hd
export DESIGN_NAME = BatchNormalization
export DESIGN_NICKNAME = BatchNormalization
export VERILOG_FILES = /design/flow/design.v
export SDC_FILE = /design/flow/constraint.sdc
export NUM_CORES = 4
export LEC_CHECK = 1
export CORE_AREA = 10 10 86 86
export DIE_AREA = 0 0 96 96
```
**flow/constraint.sdc**
```tcl
current_design BatchNormalization

set clk_period 18.0
set clk_io_pct 0.2

create_clock -name clk0 -period $clk_period

set non_clock_inputs [all_inputs -no_clocks]
set_input_delay [expr $clk_period * $clk_io_pct] -clock clk0 $non_clock_inputs
set_output_delay [expr $clk_period * $clk_io_pct] -clock clk0 [all_outputs]
```
==> out/notes.md <==
The run gives 44 as the number of distinct library cells after synthesis. The number of placement rows came out at 27. The maximum number of pins on one net before global-route repair is 10. The most prevalent standard cell on the critical path is clkdlybuf4s50_1. The average wire per standard cell works out to 12.82 um.

The worst VDD IR drop from the latest analysis is 0.01263 mV. The run gives 73.69% as the worst-case headroom to the max-slew limit. The timing report shows that the slowest cell on the worst path is clkdlybuf4s50_1.

The height of the die works out to 96 um. In this run the tool buffered the top-level ports with 72 buffer cells. The worst setup path is launched from an input port.

The biggest area contributor in the post-synthesis netlist is ha_1. Fill cells in the final layout number 595. Based on the critical path, the design can be clocked at up to 0.09911 GHz. The data required time reported for the critical path is 14.40 ns.

The run gives 0 as the number of post-CTS setup repair buffers. Cell class contributing the biggest share of worst-path delay: buffers and inverters. The initial antenna violation count is 0, and the post-detailed-route DRC marker count is 0. Type of element capturing the critical path: a primary output.

Hold timing on the final database bottoms out at a slack of 8.193 ns. After floorplanning, the die was sized to cover 9216 um2. Clock buffers in the final layout number 0. The area share of the largest cell type after synthesis is 20.44%. The first global-routing pass estimated 7307 um of wire.

The finished cells cover 2181 um2. Across every metal layer, demand over resource in global routing totals 9.364%. After synthesis, the chip area reported by Yosys is 1408 um2. For this run, the register share of the synthesized area comes to 0%. Yosys stat counts 207 cells in the synthesized netlist.

The run gives 102 as the initial DRC count. In this run the layout overhead on the synthesized area is reported as 54.93%. Per the detail_route report, the via count comes to 1624. The post-cts repair resize count was 0. The width of the chip was 96 um. Number of hold-slack violations in the final timing report: 0. The number of warning messages in the logs was 56. The count of hold buffers inserted by post-cts repair is 0. After technology mapping, the gate count stands at 207. With the number of global-route vias before repair at 1533, the number of buffer and inverter instances along the worst setup path is 3.

With the number of inserted diodes at 0, the met1 wire length is 2209 um. The areal power density over the cells came out at 36.21 nW/um2. The dominant cell by count in the synthesized netlist was inv_1. The run finished with clean final reports. Per the final layout report, the fraction of cells sized above drive strength 1 comes to 2.930%. The tools report the instance area after placement as 2181 um2.

The top-level port count is 96, and the wire length on met3 is 313 um. The analysis attributes to cell leakage a power of 0.9911 nW. In the post-route report, total wirelength is listed as 4423 um. The total of warnings raised by yosys is 0, and the layout sequential cell count is 0.

Summed over all nets, the half-perimeter wirelength after detailed placement is 3873 um. For reference, the most critical setup path is categorized as in -> out. Prior to clock tree synthesis, the placed netlist has a worst setup slack of 7.927 ns. Across all setup checks in the final design, the least slack found is 7.910 ns.

Per the final report, max-transition violations number 0. The sequential cells in the finished layout cover a total of 0 um2. The transition time at the pin with the least slew margin was 0.3847 ns; the accumulated negative setup slack was 0 ns. Listed in order, past its start point the critical path passes clkdlybuf4s50_1, inv_1, ha_1, fa_1, nand2b_1, a21oi_1, o21ai_1, a31oi_2, a41oi_1, xnor2_1, clkdlybuf4s50_1. With the routed wire length on met2 at 1900 um, the overflow left after global routing is 0. The effective utilization at floorplan is 25.41%, and the number of optimization iterations in the first detailed-route pass is 4.

Per the detail_route report, vias per standard cell equal 4.707. The cell area that synthesis handed to floorplanning was 1408 um2. According to the timing report, the arrival time at the worst endpoint equals 6.49 ns. RePlAce ended its routability-driven mode at a weighted congestion of 0.8729. The share of the clock period used by the worst path works out to 56.05%. Classification of the worst-slack hold path: in -> out.

Per STA, the highest per-stage delay on the worst path measures 0.49 ns. The core region is 5540 um2. Dividing the synthesized area by the synthesized cell count gives 6.800 um2. Max-cap violations in this run came to 0. Once detail routing completed, the nets flagged for antenna violations numbered 0. Signal nets in the final route climb as high as met3. Setup repair after global routing left no endpoint under its margin. The main area contributors are ha_1 (20%), a21oi_1 (8.9%), inv_1 (8.3%). The worst path in the final design needs a cycle of 10.09 ns, including I/O delays and setup.

Of all nets on the critical path, the largest fanout is 5. The synthesis run shows the most used standard cells to be inv_1 (31), a21oi_1 (25), ha_1 (23). The setup violation total in the final timing report was 0.
worst paths after layout:
kind                startpoint       to  slack (ns)  depth (start not counted)
setup / recovery         in[0]  out[16]        7.91                         11
hold / removal    threshold[0]   out[0]        8.19                          4
cell usage in the layout, fill, tap and decap left out, drive strengths merged, types with 3 or more instances in the layout:
cell type | netlist | routed
nand4 | 7 | 7
inv | 31 | 31
o21a | 3 | 3
o21ai | 11 | 11
a21o | 10 | 10
nor2 | 13 | 13
nor3 | 4 | 4
xor2 | 9 | 9
o21bai | 5 | 5
ha | 23 | 23
nand2b | 3 | 3
a21oi | 25 | 25
nand3 | 5 | 5
xnor2 | 13 | 13
nand2 | 12 | 12
a211oi | 5 | 5
clkdlybuf4s50 | 0 | 72
area by class of cell:
cell class	instances	area (um2)	area share (%)
multi-input cells	170	1254	57.49
well taps	72	90.09	4.131
inverters	31	116.4	5.336
repair buffers	72	720.7	33.05
per-layer routing:
layer	track usage [%]	vias to the layer above
li1	-	876
met1	14.04	691
met2	14.46	57
met3	1.651	0
met4	0	0
met5	0	-
logic make-up (layout without fill, tap and decap cells):
group	Yosys count	after routing	share of synthesized area [%]
AOI/OAI and AO/OA	73	73	35.56
xor gates and xnor gates	22	22	13.69
buffers and inverters	37	103	10.93
adders and majority gates	24	24	21.87
and+or+nand+nor	51	51	17.96
power by group:
group	switching, mW	leakage, nW	total [mW]	internal, mW
Clock	0	0	0	0
Combinational	0.0310	0.991	0.0790	0.0480
Sequential	0	0	0	0
stage by stage:
step	total power, mW	instances	util, %
6_report	0.07896	345	39.36
5_1_grt	0.08859	345	39.36
4_1_cts	0.08051	345	39.36
3_5_place_dp	0.07992	345	39.36
3_3_place_gp	0.08017	345	39.36
2_1_floorplan	0.03857	207	-
Power is estimated from default activity; no workload was simulated.
