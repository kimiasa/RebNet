==> design/flow/run.sh <==
#!/bin/bash
# OpenROAD 26Q1-2900-gdf79404cd8, Yosys 0.63+post, stock flow scripts
make -C /OpenROAD-flow-scripts/flow DESIGN_CONFIG=/design/flow/config.mk WORK_HOME=/design/flow/orfs finish
==> design/flow/config.mk <==
export PLATFORM = sky130hd
export DESIGN_NAME = PE_Controller
export DESIGN_NICKNAME = PE_Controller
export VERILOG_FILES = /design/flow/design.v
export SDC_FILE = /design/flow/constraint.sdc
export NUM_CORES = 4
export LEC_CHECK = 1
export CORE_AREA = 10 10 70 70
export DIE_AREA = 0 0 80 80
==> design/flow/constraint.sdc <==
current_design PE_Controller

set clk_period 1.2
set clk_io_pct 0.2

create_clock -name clk0 -period $clk_period [get_ports {clk}]

set non_clock_inputs [all_inputs -no_clocks]
set_input_delay [expr $clk_period * $clk_io_pct] -clock clk0 $non_clock_inputs
set_output_delay [expr $clk_period * $clk_io_pct] -clock clk0 [all_outputs]
==> design/flow/design.v <==
parameter weight_levels = 2;
parameter binary_input_levels = 2;
parameter binary_output_levels = 2;
parameter Twidth = 24;
parameter popcount_width = 16;
parameter simd_width = 32; 
parameter synopseFold = 18;
parameter weight_address = 12;
parameter input_address = 12;
parameter output_channels = 1;
module PE_Controller
(
  input clk,
  input rst,
  input start,
  input cntDone,  
  input readDone, 
  input readyToPick, 
  input pcntDone, 
  input accDone, 
  input finishAll, 
  output isCount,
  output isRead,
  output continuePcnt,
  output continueAcc,
  output binarizeStart,
  output addPcnts,
  output finish
); 
parameter SIZE = 10;
parameter 
	WaitForStart  = 10'b0000000000,
	ReadyToRead = 10'b0000000010,
	ReadFromMem = 10'b0000000100,
	Popcount = 10'b0000001000,
	Dummy1 = 10'b0000010000,
	Accumulate = 10'b0000100000,
	Dummy2 = 10'b0001000000,
	Binarize = 10'b0010000000,
	Finish = 10'b0100000000,
	Wrong = 10'b10000000000;
reg	[SIZE-1:0]	state;
reg	[SIZE-1:0]	next_state;
always @ (posedge clk, posedge rst)
	begin 
		if(rst)  
			state <= WaitForStart;
		else
			state <= next_state;
	end
always @ (state, start, cntDone, readDone, readyToPick, pcntDone, accDone, finishAll)
begin
next_state = 10'b0;
 case(state)
	WaitForStart : begin
				if (start) 
					next_state = ReadFromMem;
				else
					next_state = WaitForStart;  
			end
	ReadyToRead : begin 
				if (cntDone && readDone) 
					next_state = Wrong;
				else if(cntDone && ~readDone)  
					next_state = ReadFromMem;
				else if(~cntDone && readDone)  
					next_state = Dummy2;
				else if(~cntDone && ~readDone)  
					next_state = ReadyToRead;
			end  
	ReadFromMem : begin
				if (readyToPick) 
					next_state = Popcount; 
				else if (readyToPick) 
					next_state = ReadFromMem;
			end  
	Popcount : begin
				next_state = Dummy1;
			end
	Dummy1 : begin 
	            next_state = Accumulate;
			end
	Accumulate : begin 
				if (accDone == 1'b1) begin
					next_state = ReadyToRead;
				end 
				else if (accDone == 1'b0) begin
					next_state = Accumulate;
				end
			end
	Dummy2 : begin
				next_state = Binarize;
            end
	Binarize : begin
				if (finishAll == 1'b1) begin
					next_state = Finish;
				end 
				else if (finishAll == 1'b0) begin
					next_state = Binarize;
				end
			end
	Finish : begin
				next_state = WaitForStart;
            end
	Wrong : begin 
				next_state = Wrong;
            end
   default : begin 
				next_state = WaitForStart;
			end
endcase
end
	assign isCount = ( ( state == Accumulate ) & accDone ) ? 1 : 0;
	assign isRead = ( ( ( state == WaitForStart ) & start ) | ( ( state == ReadyToRead ) & cntDone ) ) ? 1 : 0;
	assign continueAcc = ( state == Dummy1 ) ? 1 : 0;
	assign binarizeStart = ( ( state == Dummy2 ) | ( ( state == Binarize ) & ~finishAll ) ) ? 1 : 0;
	assign finish = ( state == Finish ) ? 1 : 0;
	assign continuePcnt = ( (state == Popcount) | (state == Dummy1) ) ? 1 : 0;
	assign addPcnts = ( state == ReadFromMem ) ? 1 : 0;
endmodule
==> flow_summary.json <==
{
  "status": "complete, but fails checks",
  "failed_checks": "negative setup slack",
  "yosys.area.top_type": "dfrtp_1",
  "ant_nets": 0,
  "fp-utilization_pct": 10.1,
  "setup_viol": 2,
  "placedCellCount": 91,
  "top_area_share_pct": 57.8,
  "yosysWarnings": 2,
  "clockRootBuffer": "clkbuf_4",
  "yosysUniqueCellTypes": 16,
  "avgViaCountPerCell": 2.82,
  "cts_num_sinks": 9,
  "post_dp_cell_area_um2": 559,
  "p_leak_nw": 0.310,
  "ys_top_cells_by_area": "dfrtp_1 58%, dfstp_2 7.6%, and2_1 3.6%",
  "antenna_found_initial": 0,
  "drv_cap": 0,
  "wl_um": 860,
  "rsz0062_at_grt": "true",
  "pre_cts_slack_ns": -0.384,
  "drt_iter0_drc": 6,
  "syn-cell-area_um2": 347,
  "cts-htree-levels": 1,
  "max_freq_mhz": 818,
  "n_fill_cell": 398,
  "via_count": 271,
  "arrival_ns": 0.98,
  "ys_seq_share_pct": 65.3,
  "largest_reg_flops": 9,
  "cp_slowest_cell": "dfstp_2",
  "slew_violations": 0,
  "critPathMostFrequentCell": "nand2_2",
  "crit_required_ns": 0.96,
  "cts_tree": "done",
  "lay_top_count": "dfrtp_1",
  "tightest_slew_ns": 0.332,
  "largest_register": "state",
  "finalCritPeriodShare_pct": 102,
  "finish.utilization_pct": 16.9,
  "relSlewSlack_pct": 77.8,
  "skew_ns": 0.00543,
  "io_buffers": 14,
  "io_pins": 16,
  "crit_buf_inv": 1,
  "grt_max_degree": 10,
  "fp-row-count": 21,
  "instances_no_fill": 96,
  "warnings": 28,
  "cp-end-kind": "output port",
  "die_h_um": 80,
  "first_global_vias": 337,
  "path_delay_family": "flip-flops",
  "path_class": "register to output port",
  "reg.largest.list": "state (9)",
  "cts_buffer_depth": 2,
  "cts_buffers": 3,
  "grt_usage_pct": 2.89,
  "synth_flops": 9,
  "core_mm2": 0.00342,
  "first_pass_iters": 4,
  "startpoint_type": "register",
  "power.density_mw_per_mm2": 987,
  "max_stage_delay_ns": 0.54,
  "overflow": 0,
  "insertion_delay_ns": 0.26,
  "finalHoldViolCount": 0,
  "crit_chain": "nand2_2 -> nand2_2 -> buf_2",
  "clk_pin_slew_worst_paths_ns": 0.06,
  "syn_inst": 29,
  "die_area_mm2": 0.00640,
  "finalWorstSetupSlack_ns": -0.0225,
  "hold_path_class": "primary input to asynchronous set/reset pin",
  "ys_cells": 29,
  "wl_per_cell_um": 8.96,
  "grt_first_pass_wirelength_um": 1480,
  "area_growth_pct": 66.4,
  "fp.dieW_um": 80,
  "layout_min_cycle_time_ns": 1.22,
  "post-dp-hpwl_um": 688,
  "drive_gt1_share_pct": 34.0,
  "path_max_fanout": 2,
  "vdd_drop_max_mv": 0.392,
  "post-route-drc-count": 0,
  "hold_slack_ns": 0.241,
  "yosysChipArea_um2": 347,
  "antennaDiodeCount": 0,
  "lay_top_cells": "8 x dfrtp_1, 5 x clkdlybuf4s50_1, 4 x dlygate4sd2_1",
  "gp_congestion": 0.730,
  "design_area_um2": 577,
  "syn_avg_cell_area_um2": 12.0
}
report_power, final:
group,switching (W),internal (W)
Sequential,0,0.000304
Clock,0.000102,0.000128
Combinational,0.0000138,0.0000216
synthesized netlist by cell type:
master / number
a21o_1: 1
dfstp_2: 1
nand2b_1: 2
or2_1: 1
or2_2: 1
and2_4: 1
inv_1: 3
o21ai_0: 1
nand4b_1: 1
dfrtp_1: 8
and2_1: 2
nor3b_1: 1
nand2_1: 3
a21o_2: 1
nand3_1: 1
and3b_1: 1
stage by stage:
stage	TNS, ns	total power [W]
after global routing	-0.170	0.000610
after detailed placement	-1.22	0.000347
final	-0.0381	0.000569
after global placement	-1.22	0.000346
after CTS	-0.0746	0.000579
after floorplan	0	0.000316
cell type report:
cell class / count / area [um2] / share of cell area [%]
multi-input cells: 17 / 116 / 20.2
flip-flops and latches: 9 / 226 / 39.3
repair buffers: 17 / 139 / 24.1
clock buffers: 4 / 26.3 / 4.56
inverters: 3 / 11.3 / 1.95
well taps: 46 / 57.6 / 9.98
routing by layer:
layer	track usage, %	vias up	share of wire [%]
li1	-	133	-
met5	0	-	0
met3	0.909	0	4.2
met1	3.46	130	48
met2	4.82	8	48
met4	0.880	0	0
cells by family after synthesis:
family,count (synthesis),share of synthesized area [%]
DFF,9,65.3
buffers and inverters,3,3.25
and+or+nand+nor,14,25.3
AOI/OAI and AO/OA,3,6.14
worst paths after layout:
check	startpoint	endpoint	slack, ns	depth (start not counted)
max	state[0]$_DFF_PP1_	isRead	-0.02	3
min	rst	state[3]$_DFF_PP0_	0.24	2
max reg2reg	state[8]$_DFF_PP0_	state[8]$_DFF_PP0_	0.35	2
min reg2reg	state[6]$_DFF_PP0_	state[5]$_DFF_PP0_	0.39	0
max in group asynchronous	rst	state[0]$_DFF_PP1_	0.67	2
min in group clk0	finishAll	state[1]$_DFF_PP0_	0.34	2
what timing repair did:
| action | CTS | global route |
|---|---|---|
| setup endpoints to repair | 7 | 4 |
| buffers inserted | 1 | 1 |
| pin swaps | 3 | 1 |
| resized | 21 | 2 |
| endpoints found under the hold margin | 0 | 0 |
| hold buffers | 0 | 0 |
Power and IR drop assume default switching activity.
